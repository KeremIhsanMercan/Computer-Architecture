**flow/run.sh**
```bash
#!/bin/bash
# OpenROAD 26Q1-2900-gdf79404cd8, Yosys 0.63+post, stock flow scripts
make -C /OpenROAD-flow-scripts/flow DESIGN_CONFIG=/design/flow/config.mk WORK_HOME=/design/flow/orfs finish
```
**flow/config.mk**
```make
export PLATFORM = sky130hd
export DESIGN_NAME = InstructionRegister
export DESIGN_NICKNAME = InstructionRegister
export VERILOG_FILES = /design/flow/design.v
export SDC_FILE = /design/flow/constraint.sdc
export NUM_CORES = 4
export LEC_CHECK = 1
export CORE_AREA = 10 10 81 81
export DIE_AREA = 0 0 91 91
```
**flow/constraint.sdc**
```tcl
current_design InstructionRegister

set clk_period 1.2
set clk_io_pct 0.2

create_clock -name clk0 -period $clk_period [get_ports {Clock}]

set non_clock_inputs [all_inputs -no_clocks]
set_input_delay [expr $clk_period * $clk_io_pct] -clock clk0 $non_clock_inputs
set_output_delay [expr $clk_period * $clk_io_pct] -clock clk0 [all_outputs]
```
**flow/design.v**
```verilog
`timescale 1ns / 1ps
module InstructionRegister (
    input wire[7:0] I,
    input wire Write,
    input wire LH,
    input wire Clock,
    output reg [15:0] IROut
    );
    always @(posedge Clock)
    begin
        if(Write)
        begin
            if(!LH)
            begin
                IROut[0] = I[0];
                IROut[1] = I[1];
                IROut[2] = I[2];
                IROut[3] = I[3];
                IROut[4] = I[4];
                IROut[5] = I[5];
                IROut[6] = I[6];
                IROut[7] = I[7];
            end else begin
                IROut[8] = I[0];
                IROut[9] = I[1];
                IROut[10] = I[2];
                IROut[11] = I[3];
                IROut[12] = I[4];
                IROut[13] = I[5];
                IROut[14] = I[6];
                IROut[15] = I[7];
            end
        end 
    end
endmodule
```
==> flow_summary.yaml <==
# synthesis and place-and-route metrics
cts:
  cts.sinks: 16
  clock_tree.root_cell: "clkbuf_8"
  cts_setup_buffers: 0
  cts.htree.levels: 1
  cts-buffers-inserted: 3
  cts_buffer_depth: 2
  cts_tree: "yes"
  clk_pin_slew_ns: 0.06
worst_setup_path:
  crit_type: "reg2out"
  slowest_stage: "edfxtp_1"
  startpoint: "IROut[6]"
  cp_slowest_stage_delay_ns: 0.36
  crit_buf_inv: 1
  critPathRequiredTime_ns: 0.96
  cp_max_fo: 1
  startpoint_type: "flop"
  cp_top_family: "flip-flops"
  worstSetupEndpointType: "output port"
  crit_chain: "dlygate4sd2_1"
  critical_path_arrival_ns: 0.85
layout:
  syn_to_final_growth_pct: 73.6
  fin_area_um2: 862
  largest_reg_flops: 16
  drive_above_1_share_pct: 10.6
  fin_cells: 114
  utilization_pct: 17.9
yosys:
  post-synth-top-area-fraction_pct: 96.7
  ys_types: 3
  yosys_warnings: 1
  syn-instance-count: 18
  mappedNetlistArea_um2: 497
  synth_stat.cells: 18
  synth_seq_share_pct: 96.7
  ys_area_um2: 497
  ys_top_cells_by_area: "edfxtp_1, and2b_2, and2_2"
  numSynthFlops: 16
  largest_area_cell: "edfxtp_1"
  syn_avg_cell_area_um2: 27.6
sta:
  hold_ws_ns: 0.586
  rsz0062_at_grt: "no"
  setup_violations: 0
  max_slew.worst_pin.slew_ns: 0.229
  fmax_ghz: 0.917
  worst_slack_ns: 0.109
  slew_headroom_pct: 84.8
  finalHoldViolations: 0
  setup_tns_ns: 0
  min_period_ns: 1.09
  drv_slew: 0
  period_used_pct: 90.9
pwr:
  clockPowerShare_pct: 33.7
  combPwrFrac_pct: 7.8
  intPower_uw: 942
  pwr-share-seq_pct: 58.5
  powerDensity_nw_per_um2: 1320
  ir_drop_v: 0.000416
  finalPower_mw: 1.13
  p_leak_nw: 0.303
  p_switching_uw: 193
  switching_share_pct: 17.0
hold_path:
  worstHoldPathType: "in2reg"
  whs_endpoint: "IROut[12]"
  min_from: "I[4]"
  min_delay_path_depth: 1
job:
  warning_count: 25
  maxCapViolCount: 0
drt:
  detail-route-antenna-nets: 0
  drt_first_iter_violations: 3
  vias: 269
  firstDrtPassIters: 2
  drc: 0
  drt_wl_total_mm: 1.15
  vias_per_cell: 2.36
  n_antenna_cell: 0
  wl_per_cell_um: 10.1
placed_design:
  io_buffers: 26
  pre_cts_ws_ns: -0.125
  hpwl_mm: 1.00
  routabilityCongestion: 0.671
  dp_cells: 111
  place_area_um2: 841
global_routing:
  track_usage_pct: 2.64
  grt_pass1_vias: 312
  antenna_found_initial: 0
  grt_max_degree: 9
  grt_remaining_overflow: 0
  grt_pass1_wl_mm: 1.71
run_status:
  outcome: "complete, no violations"
floorplan:
  die_x_um: 91
  die_y_um: 91
  ios: 27
  fp_util_pct: 10.3
  die-area_um2: 8280
  fp-row-count: 25
  core_um2: 4820
[layout by cell type (no fill, tap or decap)]
cell and count:
dlygate4sd2_1 16, edfxtp_1 16, clkdlybuf4s50_1 10, clkbuf_8 3
and2b_2 1, and2_2 1
[power by group through the flow]
stage     Combinational [mW]  Sequential [mW]  Clock, mW
4_1_cts               0.0929            0.665      0.388
5_1_grt               0.0964            0.667      0.421
6_report              0.0885            0.664      0.383
[kinds of logic (layout without fill, tap and decap cells)]
logic type	count (synthesis)	count (layout)	share of synthesized area (%)
buffers and inverters	0	29	0
DFF	16	16	96.7
and+or+nand+nor	2	2	3.28
[cell usage after synthesis]
library cell and instances:
and2_2 1, and2b_2 1, edfxtp_1 16
[layer usage]
metal  share of wire (%)  up-vias  track usage (%)
li1                    -      128                -
met1                  33      134             2.19
met2                  63        7             5.61
met3                 3.7        0            0.830
met4                   0        0            0.653
met5                   0        -                0
[worst max path at each step]
| stage | to | slack, ns | depth (start not counted) |
|---|---|---|---|
| after global routing | IROut[12] | 0.06 | 1 |
| final | IROut[6] | 0.11 | 1 |
| after CTS | IROut[6] | 0.09 | 1 |
[what timing repair did]
action / CTS / global route
endpoints found under the setup margin: 16 / 0
hold buffers: 0 / 0
resized: 16 / 0
[area by class of cell]
| cell class | count | area (µm²) |
|---|---|---|
| tap | 67 | 83.8 |
| clock buffer | 3 | 41.3 |
| multi-input combinational | 2 | 16.3 |
| timing repair buffer | 26 | 240 |
| sequential | 16 | 480 |
| fill | 551 | 3960 |
Power figures rest on the tool's default switching activity, not on a simulated workload.
