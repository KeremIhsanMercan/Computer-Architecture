[./config.mk]
export PLATFORM = sky130hd
export DESIGN_NAME = Register
export DESIGN_NICKNAME = Register
export VERILOG_FILES = /design/flow/design.v
export SDC_FILE = /design/flow/constraint.sdc
export NUM_CORES = 4
export LEC_CHECK = 1
export CORE_AREA = 10 10 95 95
export DIE_AREA = 0 0 105 105
[./constraint.sdc]
current_design Register

set clk_period 4.7
set clk_io_pct 0.2

create_clock -name clk0 -period $clk_period [get_ports {Clock}]

set non_clock_inputs [all_inputs -no_clocks]
set_input_delay [expr $clk_period * $clk_io_pct] -clock clk0 $non_clock_inputs
set_output_delay [expr $clk_period * $clk_io_pct] -clock clk0 [all_outputs]
[./design.v]
`timescale 1ns / 1ps
module Register(
    input wire [15:0] I,
    input wire E,
    input wire [2:0] FunSel,
    input wire Clock,
    output reg [15:0] Q
    );
    always @(posedge Clock)
    begin
        if(E)
        begin
            case(FunSel)
                3'b000 : Q = Q-1;
                3'b001 : Q = Q+1;
                3'b010 : begin
                            Q[0] = I[0];
                            Q[1] = I[1];
                            Q[2] = I[2];
                            Q[3] = I[3];
                            Q[4] = I[4];
                            Q[5] = I[5];
                            Q[6] = I[6];
                            Q[7] = I[7];
                            Q[8] = I[8];
                            Q[9] = I[9];
                            Q[10] = I[10];
                            Q[11] = I[11];
                            Q[12] = I[12];
                            Q[13] = I[13];
                            Q[14] = I[14];
                            Q[15] = I[15];
                            end
                3'b011 : begin
                            Q[0] = 1'b0;
                            Q[1] = 1'b0;
                            Q[2] = 1'b0;
                            Q[3] = 1'b0;
                            Q[4] = 1'b0;
                            Q[5] = 1'b0;
                            Q[6] = 1'b0;
                            Q[7] = 1'b0;
                            Q[8] = 1'b0;
                            Q[9] = 1'b0;
                            Q[10] = 1'b0;
                            Q[11] = 1'b0;
                            Q[12] = 1'b0;
                            Q[13] = 1'b0;
                            Q[14] = 1'b0;
                            Q[15] = 1'b0;
                            end
                3'b100 : begin
                            Q[0] = I[0];
                            Q[1] = I[1];
                            Q[2] = I[2];
                            Q[3] = I[3];
                            Q[4] = I[4];
                            Q[5] = I[5];
                            Q[6] = I[6];
                            Q[7] = I[7];
                            Q[8] = 1'b0;
                            Q[9] = 1'b0;
                            Q[10] = 1'b0;
                            Q[11] = 1'b0;
                            Q[12] = 1'b0;
                            Q[13] = 1'b0;
                            Q[14] = 1'b0;
                            Q[15] = 1'b0;
                            end
                3'b101 : begin
                            Q[0] = I[0];
                            Q[1] = I[1];
                            Q[2] = I[2];
                            Q[3] = I[3];
                            Q[4] = I[4];
                            Q[5] = I[5];
                            Q[6] = I[6];
                            Q[7] = I[7];
                            end
                3'b110 : begin
                            Q[8] = I[0];
                            Q[9] = I[1];
                            Q[10] = I[2];
                            Q[11] = I[3];
                            Q[12] = I[4];
                            Q[13] = I[5];
                            Q[14] = I[6];
                            Q[15] = I[7];
                            end
                3'b111 : begin
                            Q[0] = I[0];
                            Q[1] = I[1];
                            Q[2] = I[2];
                            Q[3] = I[3];
                            Q[4] = I[4];
                            Q[5] = I[5];
                            Q[6] = I[6];
                            Q[7] = I[7];
                            Q[8] = I[7];
                            Q[9] = I[7];
                            Q[10] = I[7];
                            Q[11] = I[7];
                            Q[12] = I[7];
                            Q[13] = I[7];
                            Q[14] = I[7];
                            Q[15] = I[7];
                         end
            endcase
        end
    end
endmodule
[./run.sh]
#!/bin/bash
# OpenROAD 26Q1-2900-gdf79404cd8, Yosys 0.63+post, stock flow scripts
make -C /OpenROAD-flow-scripts/flow DESIGN_CONFIG=/design/flow/config.mk WORK_HOME=/design/flow/orfs finish
==> reports/qor.tcl <==
set qor(run_status) {finished clean}
set qor(ys_types) 50
set qor(timing.critical_path.arrival_ns) 2.74
set qor(fin_skew_ns) 0.00151
set qor(postSynthCellCount) 218
set qor(cts_buffer_depth) 2
set qor(final_cell_area_um2) 2180
set qor(pin_count_of_the_biggest_net_entering_global_routing) 32
set qor(dieWidth_um) 105
set qor(grt_setup_unrepaired) {no}
set qor(synthDominantCellAreaShare_pct) 27.7
set qor(grt_pass1_wl_mm) 8.62
set qor(timing.critical_path.required_ns) 4.69
set qor(hold_fix_buffers_cts) 0
set qor(tritoncts.num_buffers) 3
set qor(worst_skew_pair.late_latency_ns) 0.25
set qor(ctsHtreeMaxLevel) 1
set qor(clock.fmax_mhz) 363
set qor(fp_util_pct) 25.1
set qor(track_usage_pct) 9.31
set qor(netlist_area_um2) 1740
set qor(num_io_pins) 37
set qor(first_pass_iters) 4
set qor(report.final.slew_viol_count) 0
set qor(syn2layout_area_growth_pct) 25.5
set qor(post-cts-setup-buffers) 0
set qor(nFillCells) 748
set qor(drt-wirelength-per-cell_um) 15.5
set qor(edf_count) 16
set qor(drive_gt1_share_pct) 6.15
set qor(grt_remaining_overflow) 0
set qor(synthArstFlopShare_pct) 0
set qor(yosysCellCount) 218
set qor(chip_area_um2) 11000
set qor(max_cap_violations) 0
set qor(timing.slew.headroom_pct) 63.0
set qor(synth_flop_count) 16
set qor(gp_congestion) 0.903
set qor(post_dp_cell_area_um2) 2140
set qor(cts_root_buf) {sky130_fd_sc_hd__clkbuf_8}
set qor(crit_path_max_fanout) 18
set qor(clock-sinks) 16
set qor(clock_tree_from_tritoncts) {done}
set qor(wl_mm) 5.28
set qor(hold_viol) 0
set qor(final.period_utilization_pct) 58.6
set qor(static-leakage-power_uw) 0.000718
set qor(ys_seq_share_pct) 27.7
set qor(die_height_um) 105
set qor(postRouteAntennaNets) 0
set qor(antenna_violations_before_repair) 0
set qor(warnings) 26
set qor(detail_route.antenna_diodes) 0
set qor(worst_setup_path_end_kind) {register}
set qor(grt_pass1_vias) 1600
set qor(dominantRegCellSynth) {sky130_fd_sc_hd__edfxtp_1}
set qor(finalWorstPathRequiredPeriod_ns) 2.75
set qor(power-per-cell-area_nw_per_um2) 213
set qor(timing.setup.critical_path_class) {in2reg}
set qor(critical_path.startpoint_type) {input port}
set qor(netlist_top_cells_area) {sky130_fd_sc_hd__edfxtp_1, sky130_fd_sc_hd__xnor2_1, sky130_fd_sc_hd__a21oi_1, sky130_fd_sc_hd__nand2_1, sky130_fd_sc_hd__nor2_1}
set qor(io_buffer_count) 36
set qor(synth_area_leader_cell) {sky130_fd_sc_hd__edfxtp_1}
set qor(irDropWorstVdd_uv) 91.1
set qor(totalNegativeSetupSlack_ns) 0
set qor(vias) 1698
set qor(placement_rows) 30
set qor(yosysWarningCount) 1
set qor(tightestPinTransition_ns) 0.553
set qor(route.detailed.drc) 0
set qor(via_per_inst) 4.99
set qor(largest_reg_flops) 16
set qor(hpwl_dp_mm) 4.09
set qor(synthesized_area_per_cell_um2) 7.96
set qor(ys_chip_area_um2) 1740
set qor(core-area_um2) 6910
set qor(post_cts_resize_count) 0
set qor(setup-violations-final) 0
set qor(drt_first_iter_violations) 184
set qor(hold_path_class) {reg2reg}
set qor(clk_pin_slew_ns) 0.06
==> final timing paths <==
path | slack (ns) | endpoint | depth (start not counted) | start
setup / recovery | 1.95 | Q[5]$_DFFE_PP_ | 6 | FunSel[0]
hold / removal | 0.76 | Q[15]$_DFFE_PP_ | 2 | Q[15]$_DFFE_PP_
setup reg to reg | 2.54 | Q[10]$_DFFE_PP_ | 7 | Q[0]$_DFFE_PP_
hold reg to reg | 0.76 | Q[15]$_DFFE_PP_ | 2 | Q[15]$_DFFE_PP_
==> worst max-delay path, cell delays in order <==
cell and delay (ns):
sky130_fd_sc_hd__clkdlybuf4s50_1 0.82, sky130_fd_sc_hd__and2b_1 0.29, sky130_fd_sc_hd__o21ai_0 0.33, sky130_fd_sc_hd__nand2_1 0.12, sky130_fd_sc_hd__o22ai_1 0.15, sky130_fd_sc_hd__a21oi_1 0.09
==> logic make-up (layout without fill, tap and decap cells) <==
family                     after synthesis  after routing  share of synthesized area (%)
and+or+nand+nor                         91             91                           29.2
AOI/OAI and AO/OA                       66             66                           24.4
buffers and inverters                   23             49                           7.21
xor gates and xnor gates                20             20                           10.1
DFF                                     16             16                           27.7
adders and majority gates                2              2                           1.44
==> layout make-up <==
cell class	count	area, µm²	area share, %
Multi-Input combinational cell	179	1130	51.9
Sequential cell	16	480	22.1
Timing Repair Buffer	38	375	17.2
Tap cell	96	120	5.52
Clock buffer	3	41.3	1.90
Inverter	8	30.0	1.38
==> placed cells by master (no fill, tap or decap), drive strengths merged, types with 3 or more instances in the layout <==
cell type      synthesis  final
and3                   3      3
nand3                 10     10
o22ai                  5      5
clkbuf                 5      3
xnor2                 14     14
inv                    8      8
xor2                   6      6
edfxtp                16     16
nand4                  5      5
clkdlybuf4s50          0     36
a22oi                  6      6
nand2                 21     21
and4                   3      3
or3                    3      3
nor3                  12     12
o21ai                 13     13
a21oi                 24     24
nand2b                 6      6
or2                    3      3
nor2                  16     16
==> synth_stat cells (4+ instances only) <==
master	n
sky130_fd_sc_hd__a21oi_1	22
sky130_fd_sc_hd__xor2_1	6
sky130_fd_sc_hd__buf_4	4
sky130_fd_sc_hd__nor2_1	16
sky130_fd_sc_hd__nand2b_1	6
sky130_fd_sc_hd__nand2_1	21
sky130_fd_sc_hd__xnor2_1	14
sky130_fd_sc_hd__o22ai_1	5
sky130_fd_sc_hd__clkbuf_1	4
sky130_fd_sc_hd__edfxtp_1	16
sky130_fd_sc_hd__buf_2	4
sky130_fd_sc_hd__a22oi_1	6
sky130_fd_sc_hd__o21ai_0	8
sky130_fd_sc_hd__nand4_1	4
sky130_fd_sc_hd__nor3_1	8
sky130_fd_sc_hd__nand3_1	8
sky130_fd_sc_hd__o21ai_1	5
sky130_fd_sc_hd__inv_1	8
==> metal layers <==
layer	routed length, µm	vias to the layer above	GRT usage [%]	part of all wire, %
met5	0	-	0	0
met1	2530	775	13.7	48
li1	-	854	-	-
met3	315	7	1.93	6.0
met2	2340	62	14.1	44
met4	90	0	1.37	1.7
==> metrics by stage <==
step	utilization [%]	worst slack [ns]	cells	hold WS (ns)	total power [µW]
6_report	31.5	1.95	340	0.760	464
5_1_grt	31.5	1.77	340	0.815	493
4_1_cts	31.5	1.95	340	0.768	468
3_5_place_dp	30.9	1.69	337	0.752	362
3_3_place_gp	30.9	1.73	337	0.759	363
2_1_floorplan	-	2.50	218	0.659	296
==> power breakdown <==
group / internal, µW / leakage [µW] / switching, µW
Clock: 56.9 / 0.0000216 / 48.4
Combinational: 80.0 / 0.000539 / 72.5
Sequential: 177 / 0.000158 / 30.0
Power and IR drop assume default switching activity.
